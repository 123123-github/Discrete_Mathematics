--- design/flow/run.sh ---
#!/bin/bash
# OpenROAD 26Q1-2900-gdf79404cd8, Yosys 0.63+post, stock flow scripts
make -C /OpenROAD-flow-scripts/flow DESIGN_CONFIG=/design/flow/config.mk WORK_HOME=/design/flow/orfs finish
--- design/flow/config.mk ---
export PLATFORM = sky130hd
export DESIGN_NAME = alu
export DESIGN_NICKNAME = alu
export VERILOG_FILES = /design/flow/design.v
export SDC_FILE = /design/flow/constraint.sdc
export NUM_CORES = 4
export LEC_CHECK = 1
export CORE_UTILIZATION = 40
--- design/flow/constraint.sdc ---
current_design alu

set clk_period 16.6
set clk_io_pct 0.2

create_clock -name clk0 -period $clk_period

set non_clock_inputs [all_inputs -no_clocks]
set_input_delay [expr $clk_period * $clk_io_pct] -clock clk0 $non_clock_inputs
set_output_delay [expr $clk_period * $clk_io_pct] -clock clk0 [all_outputs]
--- design/flow/design.v ---
module alu( op, A, B, y, zero);
    input[3:0]      op;      
    input[31:0]     A,B;     
    output[31:0]    y;       
    reg[31:0]       y;       
    output          zero;
    parameter
    AND = 4'b0000,
    OR  = 4'b0001,
    ADD = 4'b0010,
    SUB = 4'b0110,
    SLT = 4'b0111;
    always @(*)
    begin
        case (op)
            AND:  y = A & B;
            OR:   y = A | B;
            ADD:  y = A + B;
            SUB:  y = A - B;
            SLT:  y = (A < B)? 32'b1: 32'b0;
            default:  y = 32'b?;             
        endcase
    end
    assign zero = (A == B)? 1'b1: 1'b0;
endmodule
==> flow_summary.json <==
{
  "nFillCells": 1143,
  "p_leak_uw": 0.00263,
  "yosysChipArea_um2": 4720,
  "cts_resized": 0,
  "holdWs_ns": 7.78,
  "synthCells": 691,
  "grt_pass1_vias": 4832,
  "worstSetupPathType": "input pin to primary output",
  "chipHeight_um": 111,
  "layout-drive-gt1-share_pct": 2.88,
  "flop-count": 0,
  "fin_crit_sh_pct": 64.3,
  "yosysWarnings": 2,
  "tool_warnings": 102,
  "relSlewSlack_pct": 49.3,
  "fin_crit_ns": 10.67,
  "synth.avg_cell_area_um2": 6.84,
  "track_usage_pct": 23.0,
  "crit_path_end_kind": "primary output",
  "ys_cells": 691,
  "post_cts_buffers": 0,
  "num-clock-buffers": 0,
  "cp.required_ns": 13.28,
  "ys_seq_share_pct": 0,
  "coreArea_um2": 11500,
  "arrival_ns": 7.35,
  "wl_um": 14100,
  "hold_violations": 0,
  "syn_area_um2": 4720,
  "max_slew.worst_pin.slew_ns": 0.761,
  "fin_ws_ns": 5.93,
  "drtIter0Drc": 265,
  "dieArea_um2": 12200,
  "grt_max_degree": 41,
  "syn_to_final_growth_pct": 21.5,
  "crit_fanout": 6,
  "fmax_mhz": 93.7,
  "std_cell_rows": 39,
  "hold_path_class": "input pin to primary output",
  "drc_errors": 0,
  "dp_hpwl_um": 11400,
  "seq_area_um2": 0,
  "cp-start-kind": "input pin",
  "drt_pass1_iterations": 4,
  "powerDensity_nw_per_um2": 32.6,
  "ant_nets": 0,
  "rsz0062_at_grt": "no",
  "yosysUniqueCellTypes": 68,
  "cap_violations": 0,
  "final_max_slew_viol_count": 0,
  "status": "finished, final reports clean",
  "place_ws_ns": 5.96,
  "n_antenna_cell": 0,
  "finalSetupViolCount": 0,
  "io_buffers": 101,
  "grt_pass1_wl_um": 23600,
  "viasPerCell": 5.62,
  "finalSetupTns_ns": 0,
  "die_width_um": 111,
  "antenna_found_initial": 0,
  "vias": 5100,
  "io_pins": 101,
  "routedWlPerCell_um": 15.5,
  "overflow": 0,
  "ir_worst_vdd_v": 0.0000141,
  "holdBufCountCts": 0,
  "fp_util_pct": 41.2,
  "gp_congestion": 0.929
}
==> synthesized netlist by cell type (all sizes together) (3+ instances only) <==
cell	number	area share, %
o22ai	4	0.53
mux2i	5	1.1
o21ai	35	3.8
nand2b	4	0.53
o41ai	3	0.56
inv	107	8.5
nor2	51	4.1
nand4	8	1.1
o21bai	16	2.6
a221o	3	0.64
clkbuf	26	3.0
a211oi	7	1.1
buf	5	0.69
o31ai	12	1.9
xnor2	30	5.6
nor4	10	1.3
o221ai	28	5.2
a21o	11	1.7
o21a	5	0.79
a31oi	8	1.1
a21oi	77	8.2
and2	6	0.85
nor3	10	1.1
a221oi	3	0.69
nor2b	5	0.66
or3	4	0.53
nand2	51	4.1
nand3	11	1.2
o211ai	10	1.7
ha	102	27
==> cells by family (layout without fill, tap and decap cells) <==
| family | Yosys count | in the layout | share of synthesized area, % |
|---|---|---|---|
| AND/OR/NAND/NOR | 171 | 171 | 17.3 |
| AND-OR/OR-AND | 242 | 242 | 35.4 |
| buffers and inverters | 139 | 212 | 12.9 |
| multiplexers | 5 | 5 | 1.06 |
| XOR/XNOR | 30 | 30 | 5.56 |
| adder cells (fa/ha/maj) | 104 | 104 | 27.9 |
==> final cells by class <==
| class | instances | area, µm² | area share, % |
|---|---|---|---|
| multi-input combinational | 552 | 4120 | 71.8 |
| timing repair buffer | 105 | 1040 | 18.1 |
| inverter | 107 | 402 | 7.00 |
| tap | 143 | 179 | 3.12 |
==> per-layer routing <==
metal  global-route usage, %  up-vias  routed length, µm
met2                    38.6      144               6470
met1                    34.0     2355               6820
met5                       0        -                  0
li1                        -     2590                  -
met3                    1.39       11                687
met4                    1.69        0                 99
==> report_power, final <==
group | internal (µW) | switching, µW
Sequential | 0 | 0
Combinational | 86.9 | 100
Clock | 0 | 0
==> worst paths after layout <==
check | slack [ns] | endpoint | depth (start not counted) | from
max | 5.93 | y[30] | 14 | A[9]
min | 7.78 | y[0] | 4 | op[3]
==> worst max-delay path, stage by stage <==
cell             delay (ns)
clkdlybuf4s50_1        0.53
inv_1                  0.06
ha_1                   0.39
inv_1                  0.11
a2111oi_0              0.39
o211ai_1               0.19
a31oi_1                0.37
o32ai_1                0.26
o2bb2ai_1              0.21
a211oi_1               0.48
o41ai_1                0.14
xnor2_1                0.14
a221o_1                0.34
clkdlybuf4s50_1        0.42
==> layout by cell type (no fill, tap or decap), types with 4 or more instances in the layout <==
master,instances
a31oi_1,8
or3_1,4
o221ai_1,28
xnor2_1,30
o21bai_1,14
ha_1,102
inv_1,106
nor4_1,10
o211ai_1,9
o31ai_1,12
nand2b_1,4
nand4_1,8
and2_1,4
a21oi_1,77
mux2i_1,5
buf_4,4
nand3_1,11
o22ai_1,4
nor3_1,10
nor2_1,51
o21ai_0,34
nor2b_1,5
clkdlybuf4s50_1,101
o21a_1,5
a21o_1,11
nand2_1,50
a211oi_1,7
==> stage by stage <==
step           cells  cell area, µm²  total power [µW]  utilization, %
5_1_grt          907            5740               208            50.1
3_3_place_gp     907            5740               186            50.1
3_5_place_dp     907            5740               186            50.1
4_1_cts          907            5740               187            50.1
2_1_floorplan    691            4720               122               -
6_report         907            5740               187            50.1
Power figures rest on the tool's default switching activity, not on a simulated workload.
