==> ./design.v <==
module regfile( clk, we, rs, rt, rw, din, a, b);
    input           clk;                 
    input           we;                  
    input[4:0]      rs, rt;              
    input[4:0]      rw;                  
    input[31:0]     din;                 
    output[31:0]    a,b;                 
    reg[31:0]       regs[31:0];          
    initial
    begin
        regs[0] = 32'b0;                 
    end
    assign a = regs[rs];
    assign b = regs[rt];
    always @(posedge clk)
        if (we && rw)                    
            regs[rw] <= din;
endmodule
==> ./run.sh <==
#!/bin/bash
# OpenROAD 26Q1-2900-gdf79404cd8, Yosys 0.63+post, stock flow scripts
make -C /OpenROAD-flow-scripts/flow DESIGN_CONFIG=/design/flow/config.mk WORK_HOME=/design/flow/orfs finish
==> ./config.mk <==
export PLATFORM = sky130hd
export DESIGN_NAME = regfile
export DESIGN_NICKNAME = regfile
export VERILOG_FILES = /design/flow/design.v
export SDC_FILE = /design/flow/constraint.sdc
export NUM_CORES = 4
export LEC_CHECK = 1
export CORE_UTILIZATION = 40
==> ./constraint.sdc <==
current_design regfile

set clk_period 10.0
set clk_io_pct 0.2

create_clock -name clk0 -period $clk_period [get_ports {clk}]

set non_clock_inputs [all_inputs -no_clocks]
set_input_delay [expr $clk_period * $clk_io_pct] -clock clk0 $non_clock_inputs
set_output_delay [expr $clk_period * $clk_io_pct] -clock clk0 [all_outputs]
==> results.tsv <==
stage	metric	value	unit
critical_path	critical-path maximum fanout	92	
die	Pre-Place Util	0.405	
critical_path	CP Cell Sequence	clkdlybuf4s50_1 > nor2b_4 > buf_12 > buf_4 > a22o_1 > nor3_1 > a31oi_1 > nand3_1 > clkdlybuf4s50_1	
sta	worst slew pin tran	0.979	ns
global_routing	Overflow after GRT	0	
synthesis	Cell area leaders	edfxtp_1 (63%), mux2i_1 (21%), a22oi_1 (3.0%), a22o_1 (2.3%), nand3_1 (2.0%)	
placed_design	placed cell count	5011	
die	Die ar.	123000	µm²
sta	final setup margin	2.53	ns
pwr	LEAKAGE	20.3	nW
synthesis	Synth area leader	edfxtp_1	
sta	Final TNS setup	0	ns
global_routing	initial antenna violation count	6	
finish	FF+latch area	30700	µm²
cts	Num Clock Sinks	1024	
die	die height	351	µm
synthesis	cell count after synthesis	3386	
critical_path	Req. time, crit path	8.00	ns
pwr	Final Power	9.68	mW
pwr	pwr/cell area	175	nW/µm²
die	row cnt	127	
die	Core ar.	120000	µm²
finish	share of cells above drive strength 1	0.0906	
cts	Max clock buf depth	3	
detailed_routing	routed len/inst	28.9	µm
finish	Comb gate area	16900	µm²
detailed_routing	DRC marker count from the first detailed-route iteration	1910	
cts	# hold bufs at CTS	0	
sta	max frequency	134	MHz
worst_hold_path	min-delay src	din[3]	
global_routing	global-route wire length before repair	216000	µm
cts	CTS resizes	0	
finish	final std cells w/o fill	5213	
detailed_routing	DR pass1 iterations	5	
sta	RSZ-0062 raised after global routing	false	
detailed_routing	routed vias	30959	
worst_hold_path	hold path cells	2	
placed_design	pre-CTS WS	2.58	ns
die	IO Pins	113	
sta	max_slew headroom	0.346	
critical_path	Crit-path slowest cell	clkdlybuf4s50_1	
critical_path	Max stage delay on crit path	0.65	ns
critical_path	critical path data arrival time	5.47	ns
detailed_routing	drt via density	5.94	
sta	period utilization	0.747	
detailed_routing	Post-Route WL	151000	µm
detailed_routing	DRC Markers	0	
cts	CTS Buf Count	107	
synthesis	Top cell area share	0.631	
placed_design	GP Congestion	0.875	
finish	FILL cells	10366	
critical_path	cell mode on critical path	clkdlybuf4s50_1	
finish	synthesis-to-layout area growth	13.6	%
placed_design	PortBufs	112	
critical_path	critical path endpoint category	output pin	
synthesis	Ys Warns	1	
sta	Slew Limit Fails	0	
cts	setup bufs post-CTS	0	
finish	max reg flops	1024	
worst_hold_path	Hold Crit Class	input pin to flop	
worst_hold_path	Hold EP	regs[28][3]	
cts	H-tree depth	3	
synthesis	Yosys reg bits	1024	
synthesis	Post-Syn Area per Cell	14.4	µm²
critical_path	CP Class	input pin to output pin	
global_routing	Overall Global Routing Usage	0.263	
sta	fin crit period	7.47	ns
finish	Util after Layout	0.460	
critical_path	Worst setup SP type	input pin	
finish	biggest regs	regs (1024)	
run	maxcap violations	0	
global_routing	number of global-route vias before repair	31847	
die	Die X	351	µm
synthesis	Post-synth seq share	0.631	
pwr	peak supply drop	0.000141	V
cts	clock transition at the registers of the reported paths	0.06	ns
cts	clock root cell	clkbuf_16	
synthesis	Cell Type Count	24	
synthesis	synthesis area per yosys	48800	µm²
global_routing	pin count of the biggest net entering global routing	94	
sta	final setup vio count	0	
run	Log Warnings	26	
synthesis	Syn Std Cell Area	48800	µm²
finish	largest register by flop count	regs	
status	status	completed	
detailed_routing	Routed Antenna Nets	0	
placed_design	HPWL after DPL	82600	µm
cts	CTS tree	done	
synthesis	yosys stat cell total	3386	
sta	final tally of hold violations	0	
Yosys cell counts (all sizes together):
| master | number |
|---|---|
| nand2 | 195 |
| mux2i | 1024 |
| a31oi | 64 |
| a22oi | 192 |
| conb | 1 |
| nor2b | 4 |
| a22o | 128 |
| a21oi | 192 |
| nand3b | 5 |
| or2 | 2 |
| or3 | 1 |
| nor2 | 34 |
| nand3 | 194 |
| and2 | 2 |
| clkbuf | 86 |
| nand2b | 4 |
| or3b | 3 |
| nor3 | 64 |
| buf | 167 |
| edfxtp | 1024 |
area by class of cell:
type                       instances  share of cell area
sequential                      1024               0.555
multi-input combinational       2140               0.305
clock buffer                     124              0.0510
timing repair buffer             235              0.0400
tap                             1612              0.0364
clock inverter                    75              0.0122
antenna                            3            0.000136
cells by family after synthesis:
group           share of synthesized area
simple gates                       0.0471
buf+inv                            0.0315
compound gates                     0.0805
flops                               0.631
other cells                     0.0000769
mux                                 0.210
layer usage:
| metal | routed length, µm | global-route usage | vias to the layer above |
|---|---|---|---|
| met2 | 72100 | 0.408 | 1706 |
| li1 | - | - | 13618 |
| met5 | 62 | 0.00196 | - |
| met3 | 20300 | 0.148 | 271 |
| met1 | 53400 | 0.329 | 15354 |
| met4 | 4970 | 0.0663 | 10 |
worst max-delay path, delay by kind of cell:
family	cells	cell delay [ns]
simple gates	3	0.57
buf+inv	4	2.35
compound gates	2	0.43
cells in the final DEF, fill, tap and decap left out, types with 64 or more instances in the layout:
cell type        count
nor3_1              64
clkbuf_16          111
clkdlybuf4s50_1    110
a21oi_1            192
buf_4              110
a31oi_1             64
edfxtp_1          1024
nand2_1            193
nand3_1            194
a22o_1             128
a22oi_1            192
mux2i_1           1024
power breakdown:
| group | switching (mW) | internal, mW | total [mW] |
|---|---|---|---|
| sequential | 0.0242 | 4.79 | 4.81 |
| clock | 1.64 | 2.34 | 3.99 |
| combinational | 0.551 | 0.335 | 0.886 |
metrics by stage:
step	hold slack [ns]	area, µm²
3_5_place_dp	2.83	51900
2_1_floorplan	2.10	48900
4_1_cts	2.09	55400
6_report	2.13	55400
3_3_place_gp	2.82	51900
5_1_grt	2.15	55400
worst max path at each step:
| stage | start | end | slack [ns] | cells past startpoint |
|---|---|---|---|---|
| 4_1_cts | rs[0] | a[13] | 2.57 | 9 |
| 5_1_grt | rs[2] | a[13] | 2.40 | 9 |
| 6_report | rs[0] | a[13] | 2.53 | 9 |
No activity file was given, so power comes from the tool's default toggle rates.
