File: run.sh
#!/bin/bash
# OpenROAD 26Q1-2900-gdf79404cd8, Yosys 0.63+post, stock flow scripts
make -C /OpenROAD-flow-scripts/flow DESIGN_CONFIG=/design/flow/config.mk WORK_HOME=/design/flow/orfs finish
File: config.mk
export PLATFORM = sky130hd
export DESIGN_NAME = npc
export DESIGN_NICKNAME = npc
export VERILOG_FILES = /design/flow/design.v
export SDC_FILE = /design/flow/constraint.sdc
export NUM_CORES = 4
export LEC_CHECK = 1
export CORE_UTILIZATION = 40
File: constraint.sdc
current_design npc

set clk_period 34.7
set clk_io_pct 0.2

create_clock -name clk0 -period $clk_period

set non_clock_inputs [all_inputs -no_clocks]
set_input_delay [expr $clk_period * $clk_io_pct] -clock clk0 $non_clock_inputs
set_output_delay [expr $clk_period * $clk_io_pct] -clock clk0 [all_outputs]
File: design.v
module npc( pc, j_target, jump, br_target, branch, zero, npc);
    input[31:2]     pc;
    input[25:0]     j_target;
    input           jump;
    input[31:2]     br_target;          
    input           branch, zero;
    output[31:2]    npc;                         
    wire[31:2]  pc_plus_4;
    wire[31:2]  j_addr, br_addr;                 
    wire[31:2]  addr_after_br;                   
    assign pc_plus_4 = pc + 1;                   
    assign j_addr = { pc[31:28], j_target};
    assign br_addr = br_target + pc_plus_4;
    assign addr_after_br = (branch & zero)? br_addr: pc_plus_4;          
    assign npc = jump? j_addr: addr_after_br;                           
endmodule
==> summary.txt <==
Post-Synthesis Cell Area -> 2960 um2
Cell Type Count -> 64
fin crit period -> 18.36 ns
cell area power density -> 15.3 nW/um2
register share after synthesis -> 0%
critical path endpoint category -> output pin
number of buffers inserted by hold repair at cts -> 0
Synth area leader -> ha_1
CORE AREA -> 7210 um2
HPWL after detailed placement -> 8.11 mm
GRT Residual Overflow -> 0
Initial Utilization -> 41.1%
first-pass GRT wire length -> 15.6 mm
Detailed Route WL -> 9.95 mm
crit path max-delay cell type -> mux4_1
Worst VDD drop -> 0.00764 mV
Port Buffer Count -> 119
drt pass-1 iters -> 5
Switch Pwr -> 0.0305 mW
WHS -> 14.77 ns
die boundary height -> 88.1 um
area share of the largest cell type after synthesis -> 15.6%
drt initial violations -> 181
synth cell count leaders -> nand2_1, nor2_1, ha_1
Synth top cell by count -> nand2_1
# resized after CTS -> 0
Sw Ratio -> 47.4%
sequential cells -> 0
Slew @ Worst Pin -> 0.815 ns
Avg Inst Size Synth -> 6.81 um2
die area -> 7760 um2
Remaining DRCs -> 0
area figure in the yosys stat output -> 2960 um2
Area Overhead vs Synth -> 42.2%
post-CTS setup repair buffer count -> 0
yosys warning tally -> 0
crit-path max cell delay -> 0.60 ns
post-route setup TNS -> 0 ns
Max FO, Critical Path -> 9
setup violators final -> 0
Row Count -> 31
antenna cells -> 0
FILL cells -> 691
CP Data Required Time -> 27.76 ns
internal power -> 0.0338 mW
Combinational Power Share -> 100.0%
Max-Cap Viols -> 0
Routed Antenna Nets -> 0
Die W -> 88.1 um
Vias -> 3573
startpoint types -> primary input
largest net degree at the start of global routing -> 42
layout clock buffer count -> 0
Flop pwr share -> 0%
Final Hold Vio Count -> 0
Max transition margin -> 45.7%
total tool warning count -> 40
Final Max Slew Viols -> 0
period utilization -> 52.9%
logic area -> 2830 um2
Crit Path Category -> in -> out
fmax -> 54.5 MHz
register area -> 0 um2
I/O pin cnt -> 119
Top delay family on crit path -> simple AND/OR/NAND/NOR gates
HP Class -> in -> out
average routed wire per standard cell -> 15.6 um
initial antenna violation count -> 0
Clock Power Share -> 0%
run status -> finished clean
vias per cell -> 5.62
CP Buf/Inv Count -> 2
ys cells -> 435
RSZ-0062 raised after global routing -> false
Tot GR Track Use -> 26.0%
top cells by area -> ha_1, xnor2_1, a21oi_1
vias in the first global route -> 3167
worst path arrival time -> 11.42 ns
LEAKAGE -> 1.64 nW
RD Place Congestion -> 1.01
Post-Synthesis Cells -> 435
CP cell instances -> clkdlybuf4s50_1 > and4_1 > and3_1 > nand3_1 > nor4_1 > xor2_1 > ha_1 > a21oi_1 > nor2_1 > nor2_1 > a31oi_1 > a211oi_2 > mux4_1 > o211ai_1 > o311ai_1 > clkdlybuf4s50_1
share of cells above drive strength 1 -> 4.47%
==> tightest hold or removal path: stages <==
cell             delay (ns)
clkdlybuf4s50_1        0.39
inv_1                  0.05
a21oi_1                0.05
clkdlybuf4s50_1        0.40
==> cells in the final DEF, fill, tap and decap left out, drive strengths merged, types with 4 or more instances in the layout <==
cell type	instances
a211oi	11
a21o	12
a21oi	36
a31oi	4
and2	4
and3	6
and4	6
clkdlybuf4s50	119
ha	37
inv	12
mux2	6
nand2	43
nand3	20
nand4	10
nor2	42
nor3	10
o211ai	11
o21a	17
o21ai	31
o22ai	7
o31ai	4
xnor2	29
xor2	19
==> power by group through the flow <==
stage | Sequential (mW) | Combinational, mW | Clock [mW]
CTS | 0 | 0.0640 | 0
global route | 0 | 0.0709 | 0
finish | 0 | 0.0643 | 0
==> worst paths after layout <==
| check | startpoint | endpoint | slack, ns | cells after the start |
|---|---|---|---|---|
| max | pc[9] | npc[31] | 16.34 | 16 |
| min | j_target[8] | npc[10] | 14.77 | 4 |
==> through the flow <==
step	power, mW	instance area, um2	instances	util, %	setup slack, ns
floorplan	0.0369	2960	435	-	17.91
CTS	0.0640	4210	636	58.4	16.37
detailed placement	0.0636	4210	636	58.4	16.39
global route	0.0709	4210	636	58.4	16.04
global placement	0.0639	4210	636	58.4	16.42
finish	0.0643	4210	636	58.4	16.34
==> area by class of cell <==
type | count | share of cell area (%)
Inverter | 13 | 1.16
Tap cell | 99 | 2.94
Multi-Input combinational cell | 402 | 67.1
Timing Repair Buffer | 122 | 28.8
==> cells by family after synthesis <==
family                     Yosys count  share of synthesized area, %
AOI/OAI and AO/OA                  154                          35.2
xor gates and xnor gates            48                          14.2
adders and majority gates           38                          16.3
buffers and inverters               33                          4.60
muxes                               10                          4.18
and+or+nand+nor                    152                          25.5
==> metal layers <==
layer / up-vias / track usage [%] / wire length (um)
li1: 1840 / - / -
met1: 1602 / 40.1 / 4800
met5: - / 0 / 0
met3: 6 / 2.77 / 688
met4: 0 / 2.05 / 65
met2: 125 / 40.7 / 4400
No activity file was given, so power comes from the tool's default toggle rates.
